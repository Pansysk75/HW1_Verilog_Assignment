**flow/run.sh**
```bash
#!/bin/bash
# OpenROAD 26Q1-2900-gdf79404cd8, Yosys 0.63+post, stock flow scripts
make -C /OpenROAD-flow-scripts/flow DESIGN_CONFIG=/design/flow/config.mk WORK_HOME=/design/flow/orfs finish
```
**flow/config.mk**
```make
export PLATFORM = sky130hd
export DESIGN_NAME = BaudController
export DESIGN_NICKNAME = BaudController
export VERILOG_FILES = /design/flow/design.v
export SDC_FILE = /design/flow/constraint.sdc
export NUM_CORES = 4
export LEC_CHECK = 1
export CORE_AREA = 10 10 91 91
export DIE_AREA = 0 0 101 101
```
**flow/constraint.sdc**
```tcl
current_design BaudController

set clk_period 2.7
set clk_io_pct 0.2

create_clock -name clk0 -period $clk_period [get_ports {clk}]

set non_clock_inputs [all_inputs -no_clocks]
set_input_delay [expr $clk_period * $clk_io_pct] -clock clk0 $non_clock_inputs
set_output_delay [expr $clk_period * $clk_io_pct] -clock clk0 [all_outputs]
```
**flow/design.v**
```verilog
module BaudController(
    input reset, clk,
    input [2:0] baud_select,
    output reg sample_ENABLE
	);
  reg [13:0] max_count;
  always @ (baud_select)
    begin
      case(baud_select)
      3'b000: max_count = 10417;
      3'b001: max_count = 2604;
      3'b010: max_count = 651;
      3'b011: max_count = 326;
      3'b100: max_count = 163;
      3'b101: max_count = 81;
      3'b110: max_count = 54;
      3'b111: max_count = 27;
        default max_count = 13'bXXXXXXXXXXXXX ; 
      endcase
    end
  reg [13:0] sample_counter ; 
  always @ (posedge clk or posedge reset) 
    begin
      if (reset) begin 
        sample_counter = 0;
        sample_ENABLE = 0;
      end
      else if ( sample_counter == max_count-1 ) begin
        sample_counter = 0 ; 
      	sample_ENABLE = 1 ; 
    	end
  		else begin
      		sample_ENABLE = 0 ; 
          sample_counter = sample_counter + 1 ; 
  		end
    end
endmodule
```
==> changes_impl.md <==
### Implementation results

* Floorplan utilization at 0.2154
* Post-layout period usage at 0.9475
* RR Endpoint: sample_counter[10]$_DFF_PP0_
* Hold path depth at 1
* Final hold violation count at 0
* Flops after synth at 15
* DP HPWL at 2.191 mm
* DRC at 0
* Cell area leaders: dfrtp_1, xor2_1, ha_1
* Ys cells at 153
* Gr busiest metal: met1
* Reg2reg setup slack at 0.63 ns
* Final Skew at 0.001444 ns
* VDD IR max at 119.3 uV
* Share of layout cells above drive strength 1 at 0.2486
* YS chip area at around 1400 sq um
* CP max-delay cell: or3_1
* RR Startpoint: sample_counter[9]$_DFF_PP0_
* Register area share after synthesis at 0.2745
* Total power at 521.3 uW
* GRT Total Usage at 0.06151
* Startpoint types: input port
* Clock Latency Late Sink at 0.24 ns
* Die area at ~10000 sq um
* DR iter-0 viols at 28
* Routability cong. at about 0.83
* Largest buffer count on any clock path at 2
* Area leader, netlist: dfrtp_1
* Smallest hold slack at 0.5209 ns
* Met1 usage at 0.09202
* Status: finished clean
* Clock root buffer: clkbuf_8
* H-tree depth at 1
* Critical path buffer and inverter count at 4
* Post-layout min period at roughly 2.6 ns
* Post-place setup slack at -0.3303 ns
* Max-cap violations at 0
* Delay-heaviest family, CP: simple AND/OR/NAND/NOR gates
* WL final at 3.060 mm
* Largest net degree at the start of global routing at 16
* Worst path cell trace: dlygate4sd2_1 > inv_2 > ha_1 > and4bb_2 > a31oi_1 > a2bb2oi_1 > or3_1 > a211oi_4 > buf_4 > buf_12 > nor2_1
* WL per Instance at 12.05 um
* ANT nets after route at 0
* Min-delay src: sample_counter[12]$_DFF_PP0_
* Mapped Area at ~1400 sq um
* CORE AREA at between 6000 and 7000 sq um
* Initial antenna violation count at 0
* Area leader share at 0.2745
* Pins Over Slew Limit at 0
* Max_slew headroom at 0.6161
* Worst r2r path cells at 8
* Vias post-DR at 1139
* CTS Hold Bufs at 0
* Most numerous logic cell after layout: buf_4
* Num rows at 29
* Worst-path fanout max at 7
* Worst min path class: flip-flop to flip-flop
* Die height at between 100 and 150 um
* Worst-path clk slew at approximately 0.06 ns
* Area Growth Syn to Fin at 28.73%
* Final setup fails at 0
* Met2 Resource Use GR at 0.09140
* Most instantiated logic cells after routing: buf_4, dfrtp_1, xor2_1, nor2_1, xnor2_1
* Hold EP: sample_counter[12]$_DFF_PP0_
* Filler cell count at 660
* Layout Utilization at 0.2772
* Syn Inst Count at 153
* Yosys warns at 1
* Clock sinks at 15
* First-pass DRT Iterations at 4
* N_diodes at 0
* Worst EP arrival at 2.69 ns
* Slew @ Worst Pin at 0.5753 ns
* Met3 Use GR at 0.01247
* CTS tree: built
* Pwr dens at 296.1 nW/um^2
* CP peak stage delay at ~0.43 ns
* Max Freq at 390.9 MHz
* Total CTS buffers at 3
* Final worst slack at 0.1416 ns
* Vias per inst at around 4.5
* Avg Synthesized Cell Area at around 8.9 sq um
* Vias in the first global route at ~1100
* First-pass GRT wire length at 5.313 mm
* CP endpoint kind: flip-flop
* Die width at 101 um
* Top-level I/O count at 6
* Crit Path Category: input port to flip-flop
* Req. time, crit path at 2.83 ns
* Synth unique cells at 42
* IO buf count at 5
* Log Warnings at 31
* Static Leak at 0.6792 nW
* Sum of negative setup slack at 0 ns
* Grt ovf at 0
## worst register-to-register path, cell delays in order, from the launching register on
cell	delay [ns]
dfrtp_1	0.46
and4bb_2	0.32
a31oi_1	0.05
a2bb2oi_1	0.14
or3_1	0.43
a211oi_4	0.25
buf_4	0.16
buf_12	0.11
nor2_1	0.05
## worst max-delay path by stage
stage	from	end	cells after the start	slack (ns)
CTS	baud_select[1]	sample_counter[2]$_DFF_PP0_	14	0.008
global route	baud_select[1]	sample_counter[7]$_DFF_PP0_	14	-0.007
finish	baud_select[1]	sample_counter[10]$_DFF_PP0_	11	0.14
## area by class of cell
class	instances	area, sq um	share of cell area
well taps	77	96.34	0.05473
flip-flops and latches	15	375.4	0.2132
multi-input cells	123	949.7	0.5394
inverters	5	18.77	0.01066
repair buffers	30	275.3	0.1564
clock buffers	4	45.04	0.02559
## synth_stat cells
| cell type | count |
|---|---|
| dfrtp_1 | 15 |
| nor2_1 | 13 |
| xor2_1 | 13 |
| xnor2_1 | 11 |
| ha_1 | 9 |
| nand3_1 | 9 |
| and3_1 | 6 |
| inv_1 | 5 |
| nand4_1 | 5 |
| nor2b_1 | 5 |
| nor4_1 | 5 |
| nand2_1 | 4 |
| nand2b_1 | 4 |
| nor3_1 | 4 |
| a21oi_1 | 3 |
| buf_2 | 3 |
| buf_6 | 3 |
| mux2i_1 | 3 |
| nor3b_1 | 3 |
| o211ai_1 | 3 |
| a211oi_1 | 2 |
| a2bb2oi_1 | 2 |
| buf_4 | 2 |
| o21a_1 | 2 |
| o21ai_0 | 2 |
| a211oi_4 | 1 |
| a22oi_1 | 1 |
| a31oi_1 | 1 |
| and2_1 | 1 |
| and4_1 | 1 |
| and4bb_2 | 1 |
| buf_1 | 1 |
| clkbuf_1 | 1 |
| nand3b_1 | 1 |
| nand4b_1 | 1 |
| nor3b_2 | 1 |
| nor4b_1 | 1 |
| nor4b_2 | 1 |
| o21bai_1 | 1 |
| o221ai_1 | 1 |
| or3_1 | 1 |
| or4b_1 | 1 |
## layer usage
layer,vias to the layer above,share of wire,wire length (um)
li1,591,-,-
met1,536,0.54,1652
met2,8,0.41,1262
met5,-,0,0
met3,4,0.035,107
met4,0,0.012,38
## registers in the layout, indices dropped and copies added, names as in the netlist
| register | count |
|---|---|
| sample_ENABLE | 1 |
| sample_counter | 14 |
## power breakdown
part           switching (mW)  internal (mW)
registers           0.0000707          0.225
clock network          0.0734          0.104
logic                  0.0588         0.0598
total                   0.132          0.389
## cells by family (layout without fill, tap and decap cells)
family	Yosys count	count (layout)	synth area share
adders and majority gates	9	9	0.08234
muxes	3	3	0.02196
buffers and inverters	15	39	0.06586
xor gates and xnor gates	24	24	0.1537
AOI/OAI and AO/OA	19	19	0.1061
and+or+nand+nor	68	68	0.2955
DFF	15	15	0.2745
## what timing repair did
action	CTS	global route
setup buffers	2	1
cloned	1	0
endpoints found under the setup margin	14	14
pin swaps	6	5
resized	12	7
## stage by stage
stage / instances / instance area [sq um]
3_3_place_gp: 246 / 1613
3_5_place_dp: 246 / 1613
6_report: 254 / 1760
4_1_cts: 253 / 1730
2_1_floorplan: 153 / 1368
5_1_grt: 254 / 1760
Power is estimated from default activity; no workload was simulated.
