--- flow/constraint.sdc ---
current_design FourDigitLEDdriver

set clk_period 1.1
set clk_io_pct 0.2

create_clock -name clk0 -period $clk_period [get_ports {clk}]

set non_clock_inputs [all_inputs -no_clocks]
set_input_delay [expr $clk_period * $clk_io_pct] -clock clk0 $non_clock_inputs
set_output_delay [expr $clk_period * $clk_io_pct] -clock clk0 [all_outputs]
--- flow/run.sh ---
#!/bin/bash
# OpenROAD 26Q1-2900-gdf79404cd8, Yosys 0.63+post, stock flow scripts
make -C /OpenROAD-flow-scripts/flow DESIGN_CONFIG=/design/flow/config.mk WORK_HOME=/design/flow/orfs finish
--- flow/config.mk ---
export PLATFORM = sky130hd
export DESIGN_NAME = FourDigitLEDdriver
export DESIGN_NICKNAME = FourDigitLEDdriver
export VERILOG_FILES = /design/flow/design.v
export SDC_FILE = /design/flow/constraint.sdc
export NUM_CORES = 4
export LEC_CHECK = 1
export CORE_AREA = 10 10 73 73
export DIE_AREA = 0 0 83 83
--- flow/design.v ---
`timescale 1ns / 1ps
module counter #(
  parameter BITS = 4,
  parameter STEP = 1)
  (
	input reset,
	input clk,
    output reg [BITS-1:0] counter_value
  );
   always @ (posedge clk or posedge reset)
    begin
      if(reset)
        begin
          counter_value <= 0;
        end
      else
        begin          
          counter_value <= counter_value + STEP;
        end
    end
endmodule
module ClockDivider
  #(parameter RANK = 1)  
  (input reset, input clk_in, output clk_out);
  reg [RANK:0] counter_value;
  assign clk_out = counter_value[RANK];  
  always @ (posedge clk_in)
    begin
      if(reset) counter_value <= 0;
      else counter_value <= counter_value + 1;
    end
endmodule
module LEDdecoder(
  input [3:0] char,  
  output reg [6:0] LED  
);
	always@(char)
	begin
   		case(char)
			4'h0:LED = 7'b0000001;	 
			4'h1:LED = 7'b1001111;	 
          	4'h2:LED = 7'b1101101;	 
            4'h3:LED = 7'b1111001;	 
          	4'h4:LED = 7'b0110011;	 
          	4'h5:LED = 7'b1011011;	 
          	4'h6:LED = 7'b1011111;	 
          	4'h7:LED = 7'b1110010;	 
          	4'h8:LED = 7'b1111111;	 
          	4'h9:LED = 7'b1111011;	 
            4'ha:LED = 7'b0000001;	 
          	4'hc:LED = 7'b1111111;	 
            4'hf:LED = 7'b1000111;	 
          	default:LED = 7'b0110000;    
		endcase
	end
endmodule
module FourDigitLEDdriver(
  input reset, clk, 
  input [3:0] char3, char2, char1, char0,
  output reg an3, an2, an1, an0,  
  output a, b, c, d, e, f, g	 
);
  wire slow_clk;
  ClockDivider #(.RANK(4)) clock_divider (reset, clk, slow_clk);
  wire [3:0] anode_count;
  counter #(.BITS(4), .STEP(-1)) anode_counter (reset, slow_clk, anode_count);
  reg [3:0] char_to_decode;
  LEDdecoder led_decoder(char_to_decode, {a,b,c,d,e,f,g});
  always@(anode_count)
begin
  case(anode_count) 
      4'b0000 : char_to_decode = char3;	
      4'b1100 : char_to_decode = char2;
      4'b1000 : char_to_decode = char1;
      4'b0100 : char_to_decode = char0;
    endcase
end
  always@(anode_count)
begin
  	case(anode_count)
        4'b1110 : {an3, an2, an1, an0} = 4'b0111;  	 
        4'b1010 : {an3, an2, an1, an0} = 4'b1011;	 
        4'b0110 : {an3, an2, an1, an0} = 4'b1101;	 
        4'b0010 : {an3, an2, an1, an0} = 4'b1110;	 
        default : {an3, an2, an1, an0} = 4'b1111;	 
  	endcase
end
endmodule
==> flow_summary_export.csv <==
group,metric,value,unit
synth,numSynthFlops,13,
final_timing,fin_crit_sh,87.66,%
cells_and_area,drive_gt1_share,5.556,%
clocking,cts.path.max_buffers,2,
worst_setup_path,cp.required,1.21,ns
cells_and_area,fillerInstances,393,
drt,routedWlPerCell,10.85,um
global_routing,grt_pass1_vias,723,
global_routing,antenna_found_initial,0,
synth,ys_chip_area,870.8,um2
clocking,cts-root-buf,"clkbuf_8",
job,warning_count,32,
floorplanning,die_area,6889,um2
hold_path,hold_path.class,"reg -> reg",
final_timing,slew_violations,0,
clocking,post_cts_buffers,0,
clocking,hold_buffers,0,
floorplanning,fp.coreArea,3744,um2
global_routing,grt-ovfl-total,0,
drt,firstDrtPassIters,6,
pwr,power_density,640.0,nW/um2
synth,avgSynthCellArea,8.708,um2
job,drv_cap,0,
cells_and_area,area_growth,38.36,%
synth,synth_cells,100,
drt,drc,0,
synth,yosys-stat-cells,100,
final_timing,clock.fmax,1037,MHz
cells_and_area,final-seq-area,260.3,um2
final_timing,worst_pin_slew,0.5165,ns
final_timing,layout_min_cycle_time,0.9642,ns
worst_setup_path,r2r_end,"clock_divider.counter_value[4]$_SDFF_PP0_",
synth,yosysUniqueCellTypes,27,
floorplanning,io_pins,29,
worst_setup_path,r2r_cells,4,
floorplanning,die_w,83,um
final_timing,slew_headroom,65.57,%
drt,via_count,745,
drt,routed_via_density,4.282,
place,io_buffers,28,
worst_setup_path,critical_path_class,"reg -> reg",
final_timing,unclocked_regs,8,
pwr,power.leakage,0.4863,nW
worst_setup_path,cp.arrival,1.07,ns
final_timing,grt_setup_unrepaired,"false",
floorplanning,initCoreUtil,23.26,%
drt,wirelength,1888,um
final_timing,setup_viol,0,
global_routing,grt_max_degree,17,
drt,diodes,0,
synth,yosys_warnings,4,
clocking,numCtsBuffers,3,
clocking,clkTransAtPathRegs,0.04,ns
final_timing,untimed_endpoints,19,
place,dp_hpwl,1617,um
place,gp_congestion,0.7529,
hold_path,min-delay-start,"clock_divider.counter_value[0]$_SDFF_PP0_",
cells_and_area,mi_logic_area,525.5,um2
worst_setup_path,r2r_setup_slack,0.14,ns
pwr,power,771.1,uW
global_routing,grt_pass1_wl,3160,um
place,post-place-ws,0.1041,ns
drt,final_antenna_net_count,0,
worst_setup_path,crit_path_end_kind,"flop",
run_status,status,"finished clean",
final_timing,fin_tns_setup,0,ns
final_timing,skew,0.002362,ns
clocking,cts-htree-levels,1,
final_timing,fin_ws,0.1358,ns
floorplanning,die_h,83,um
hold_path,whs_path_depth,1,
floorplanning,row_count,22,
clocking,insertion_delay,0.22,ns
global_routing,groute.usage.overall,5.105,%
synth,syn-cell-area,870.8,um2
final_timing,hold_viol,0,
clocking,postCtsResizedCells,0,
final_timing,holdWs,0.4583,ns
worst_setup_path,r2r-start,"clock_divider.counter_value[0]$_SDFF_PP0_",
worst_setup_path,worstSetupStartpointType,"flop",
pwr,peakVddDrop,0.6825,mV
worst_setup_path,worst-path-max-fanout,3,
hold_path,hold_path_end,"clock_divider.counter_value[0]$_SDFF_PP0_",
clocking,tritoncts,"done",
drt,drt_iter0_markers,6,
-- logic make-up after synthesis --
logic type / after synthesis / share of synthesized area [%]
AND-OR/OR-AND: 24 / 15.66
XOR/XNOR: 6 / 6.034
adder cells (fa/ha/maj): 10 / 14.37
buffers and inverters: 15 / 9.770
flip-flops: 9 / 22.99
latches: 4 / 6.897
multiplexers: 6 / 9.196
AND/OR/NAND/NOR: 26 / 15.09
-- worst max-delay path: stages, from the launching register on --
cell and delay (ns):
dfxtp_1 0.32, ha_1 0.23, nand3_1 0.10, xor2_1 0.15
nor2_1 0.05
-- Yosys cell counts (all sizes together) --
cell    instances  area share, %
o22ai           4            2.9
dfrtp           4             11
o21ai           8            4.6
nand2           5            2.2
buf             6            5.9
nor2b           2            1.4
xor2            4            4.0
o211ai          2            1.7
nor3            1           0.57
nand3b          4            3.4
a21oi           7            4.0
a211oi          2            1.7
inv             9            3.9
dlxtn           4            6.9
xnor2           2            2.0
nor2            6            2.6
and3            1           0.72
dfxtp           5             11
nand3           6            3.4
ha             10             14
a31oi           1           0.72
or2             1           0.72
mux2i           2            2.3
mux2            4            6.9
-- area by class of cell --
class                           instances  area share, %
Multi-Input combinational cell         72          43.61
Timing Repair Buffer                   28          23.26
Sequential cell                        13          21.60
Tap cell                               48          4.984
Clock buffer                            4          3.738
Inverter                                9          2.804
-- where the power goes --
group,total (mW),internal [mW],switching [mW]
sequential,0.227,0.201,0.0262
clock,0.338,0.249,0.0894
combinational,0.206,0.145,0.0610
total,0.771,0.594,0.177
-- registers in the layout, indices dropped and copies added, names as in the netlist --
name,flops
anode_counter.counter_value,4
char_to_decode,4
clock_divider.counter_value,5
-- through the flow --
step                      instance area, um2  cells  utilization [%]
final                                   1205    174            32.19
after floorplan                        870.8    100                -
after global routing                    1205    174            32.19
after detailed placement                1160    170            30.98
after CTS                               1205    174            32.19
after global placement                  1160    170            30.98
-- cells in the final DEF, fill, tap and decap left out, types with 3 or more instances in the layout --
master and instances:
clkdlybuf4s50_1 28, ha_1 10, inv_1 9, a21oi_1 7, o21ai_0 7, nand3_1 6, nor2_1 6, nand2_1 5
dfxtp_1 5, xor2_1 4, nand3b_1 4, mux2_4 4, o22ai_1 4, dfrtp_1 4, dlxtn_1 4, clkbuf_8 3
-- routing by layer --
layer / vias to the layer above / global-route usage, % / share of wire (%)
li1: 397 / - / -
met1: 328 / 5.803 / 44
met2: 17 / 9.427 / 49
met3: 3 / 1.476 / 5.2
met4: 0 / 0.4615 / 1.0
met5: - / 0 / 0
-- worst max path at each step --
stage	start	endpoint	slack (ns)
finish	clock_divider.counter_value[0]$_SDFF_PP0_	clock_divider.counter_value[4]$_SDFF_PP0_	0.14
CTS	clock_divider.counter_value[0]$_SDFF_PP0_	clock_divider.counter_value[4]$_SDFF_PP0_	0.13
global route	clock_divider.counter_value[0]$_SDFF_PP0_	clock_divider.counter_value[4]$_SDFF_PP0_	0.06
No activity file was given, so power comes from the tool's default toggle rates.
